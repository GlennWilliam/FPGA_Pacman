`flow/config.mk`:
```
export PLATFORM = sky130hd
export DESIGN_NAME = maze_logic
export DESIGN_NICKNAME = maze_logic
export VERILOG_FILES = /design/flow/design.v
export SDC_FILE = /design/flow/constraint.sdc
export NUM_CORES = 4
export LEC_CHECK = 1
export CORE_AREA = 10 10 85 85
export DIE_AREA = 0 0 95 95
```
`flow/constraint.sdc`:
```
current_design maze_logic

set clk_period 5.9
set clk_io_pct 0.2

create_clock -name clk0 -period $clk_period

set non_clock_inputs [all_inputs -no_clocks]
set_input_delay [expr $clk_period * $clk_io_pct] -clock clk0 $non_clock_inputs
set_output_delay [expr $clk_period * $clk_io_pct] -clock clk0 [all_outputs]
```
`flow/design.v`:
```
module maze_logic(
	input logic [9:0] xLoc,
	input logic [8:0] yLoc,
	output logic uE, dE, rE, lE);  
	always_comb begin
		uE = 0;
		dE = 0;
		rE = 0;
		lE = 0;
		if (yLoc == 7 && xLoc >= 8 && xLoc <= 21 || yLoc == 7 && xLoc >= 23 && xLoc <= 72 ||
		yLoc == 7 && xLoc >= 74 && xLoc <= 87) begin
		    rE <= 1;
		    lE <= 1;
		end
		else if (yLoc == 64 && xLoc >= 8 && xLoc <= 21 || yLoc == 64 && xLoc >= 23 && xLoc <= 72 ||
		yLoc == 64 && xLoc >= 74 && xLoc <= 87) begin
		    rE <= 1;
		    lE <= 1;
		end
		else if (xLoc == 7 && yLoc >= 8 && yLoc <= 12 || xLoc == 7 && yLoc >= 14 && yLoc <= 18 ||
		xLoc == 7 && yLoc >= 20 && yLoc <= 51 || xLoc == 7 && yLoc >= 53 && yLoc <= 57 ||
		xLoc == 7 && yLoc >= 59 && yLoc <= 63) begin
			dE <= 1;
		    uE <= 1;
		end
		else if (xLoc == 88 && yLoc >= 8 && yLoc <= 12 || xLoc == 88 && yLoc >= 14 && yLoc <= 18 ||
		xLoc == 88 && yLoc >= 20 && yLoc <= 51 || xLoc == 88 && yLoc >= 53 && yLoc <= 57 ||
		xLoc == 88 && yLoc >= 59 && yLoc <= 63) begin
			dE <= 1;
		    uE <= 1;
		end
		else if (xLoc == 22 && yLoc >= 8 && yLoc <= 12 || xLoc == 22 && yLoc >= 14 && yLoc <= 18 ||
		xLoc == 22 && yLoc >= 20 && yLoc <= 27 || xLoc == 22 && yLoc >= 29 && yLoc <= 39 ||
		xLoc == 22 && yLoc >= 41 && yLoc <= 51 || xLoc == 22 && yLoc >= 53 && yLoc <= 57 ||
		xLoc == 22 && yLoc >= 59 && yLoc <= 63) begin
			dE <= 1;
		    uE <= 1;
		end
		else if (xLoc == 73 && yLoc >= 8 && yLoc <= 12 || xLoc == 73 && yLoc >= 14 && yLoc <= 18 ||
		xLoc == 73 && yLoc >= 20 && yLoc <= 27 || xLoc == 73 && yLoc >= 29 && yLoc <= 39 ||
		xLoc == 73 && yLoc >= 41 && yLoc <= 51 || xLoc == 73 && yLoc >= 53 && yLoc <= 57 ||
		xLoc == 73 && yLoc >= 59 && yLoc <= 63) begin
			dE <= 1;
		    uE <= 1;
		end
		else if (xLoc == 40 && yLoc >= 14 && yLoc <= 27 || xLoc == 40 && yLoc >= 41 && yLoc <= 57) begin
			dE <= 1;
		    uE <= 1;
		end
		else if (xLoc == 52 && yLoc >= 14 && yLoc <= 27 || xLoc == 52 && yLoc >= 41 && yLoc <= 57) begin
			dE <= 1;
		    uE <= 1;
		end
		else if (yLoc == 13 && xLoc >= 8 && xLoc <= 21 || yLoc == 13 && xLoc >= 23 && xLoc <= 39 ||
		yLoc == 13 && xLoc >= 53 && xLoc <= 72 || yLoc == 13 && xLoc >= 74 && xLoc <= 87) begin
		    rE <= 1;
		    lE <= 1;
		end
		else if (yLoc == 58 && xLoc >= 8 && xLoc <= 21 || yLoc == 58 && xLoc >= 23 && xLoc <= 39 ||
		yLoc == 58 && xLoc >= 53 && xLoc <= 72 || yLoc == 58 && xLoc >= 74 && xLoc <= 87) begin
		    rE <= 1;
		    lE <= 1;
		end
		else if (yLoc == 19 && xLoc >= 8 && xLoc <= 21 || yLoc == 19 && xLoc >= 74 && xLoc <= 87) begin
		    rE <= 1;
		    lE <= 1;
		end
		else if (yLoc == 52 && xLoc >= 8 && xLoc <= 21 || yLoc == 52 && xLoc >= 74 && xLoc <= 87) begin
		    rE <= 1;
		    lE <= 1;
		end
		else if (yLoc == 28 && xLoc >= 23 && xLoc <= 39 || yLoc == 28 && xLoc >= 41 && xLoc <= 51 ||
		yLoc == 28 && xLoc >= 53 && xLoc <= 72) begin
		    rE <= 1;
		    lE <= 1;
		end
		else if (yLoc == 40 && xLoc >= 23 && xLoc <= 39 || yLoc == 40 && xLoc >= 41 && xLoc <= 51 ||
		yLoc == 40 && xLoc >= 53 && xLoc <= 72) begin
		    rE <= 1;
		    lE <= 1;
		end
		else if (xLoc == 7 && yLoc == 7 || xLoc == 52 && yLoc == 13) begin
			rE <= 1;
		    dE <= 1;
		end
		else if (xLoc == 88 && yLoc == 7 || xLoc == 40 && yLoc == 13) begin
			lE <= 1;
		    dE <= 1;
		end
		else if (xLoc == 7 && yLoc == 64 || xLoc == 52 && yLoc == 58) begin
			rE <= 1;
		    uE <= 1;
		end
		else if (xLoc == 88 && yLoc == 64 || xLoc == 40 && yLoc == 58) begin
			uE <= 1;
		    lE <= 1;
		end
		else if (xLoc == 22 && yLoc == 7 || xLoc == 73 && yLoc == 7 || 
		xLoc == 40 && yLoc == 40 || xLoc == 52 && yLoc == 40) begin
		    rE <= 1;
		    dE <= 1;
		    lE <= 1;
		end
		else if (xLoc == 7 && yLoc == 13 || xLoc == 7 && yLoc == 19 || 
		xLoc == 7 && yLoc == 52 || xLoc == 7 && yLoc == 58 || xLoc == 22 && yLoc == 28 || xLoc == 22 && yLoc == 40 ||
		xLoc == 73 && yLoc == 19 || xLoc == 73 && yLoc == 52) begin
		    uE <= 1;
		    rE <= 1;
		    dE <= 1;
		end
		else if (xLoc == 22 && yLoc == 13 || xLoc == 22 && yLoc == 58 || 
		xLoc == 73 && yLoc == 13 || xLoc == 73 && yLoc == 58) begin
		    rE <= 1;
		    dE <= 1;
		    lE <= 1;
		    uE <= 1;
		end
		else if (xLoc == 22 && yLoc == 19 || xLoc == 22 && yLoc == 52 || 
		xLoc == 88 && yLoc == 13 || xLoc == 88 && yLoc == 19 || xLoc == 88 && yLoc == 52 ||
		xLoc == 88 && yLoc == 58 || xLoc == 73 && yLoc == 28 || xLoc == 73 && yLoc == 40) begin
		    dE <= 1;
		    lE <= 1;
		    uE <= 1;
		end
		else if (xLoc == 40 && yLoc == 28 || xLoc == 52 && yLoc == 28 || 
		xLoc == 22 && yLoc == 64 || xLoc == 73 && yLoc == 64) begin
		    rE <= 1;
		    lE <= 1;
		    uE <= 1;
		end
		end
endmodule 
```
`flow/run.sh`:
```
#!/bin/bash
# OpenROAD 26Q1-2900-gdf79404cd8, Yosys 0.63+post, stock flow scripts
make -C /OpenROAD-flow-scripts/flow DESIGN_CONFIG=/design/flow/config.mk WORK_HOME=/design/flow/orfs finish
```
==> flow_summary.json <==
{
  "finalSetupViolations": 0,
  "grt_pass1_wl_um": 5110,
  "ys_area_mm2": 0.00101,
  "syn_to_final_growth_pct": 26.2,
  "place_inst": 241,
  "p_comb_frac": 1.000,
  "drt_iter0_markers": 42,
  "p_leak_nw": 0.409,
  "wl_per_cell_um": 12.9,
  "nFlopsAndLatches": 0,
  "wl_um": 3110,
  "drtAntennaViolNets": 0,
  "warning_count": 32,
  "topCellsByArea": "nor2_1 (6.7%), o21ai_0 (4.5%), nand3b_1 (4.5%), nor2b_1 (4.3%), a21oi_1 (4.0%)",
  "common_cells": "nor2_1 (18), clkbuf_1 (10), nand2_1 (9), o21ai_0 (9)",
  "gp_congestion": 0.885,
  "hp-class": "primary input to primary output",
  "power_switching_w": 0.0000317,
  "top_area_frac": 0.0668,
  "status": "complete, no violations",
  "ctsResizeCount": 0,
  "regArea_um2": 0,
  "period_used_share": 0.900,
  "hold_viol": 0,
  "crit_required_ns": 4.72,
  "path_max_fanout": 14,
  "avgSynthCellArea_um2": 6.48,
  "postCtsSetupBuffers": 0,
  "n_clock_buffer": 0,
  "synth.distinct_cells": 59,
  "die_x_um": 95,
  "track_usage": 0.0657,
  "rows": 27,
  "max_freq_ghz": 0.188,
  "ios": 23,
  "via_per_inst": 4.99,
  "period_minus_slack_ns": 5.31,
  "whs_path_depth": 5,
  "grt_overflow": 0,
  "drt_pass1_iterations": 4,
  "portBuffers": 23,
  "cap_violations": 0,
  "dp_hpwl_um": 2410,
  "die_h_um": 95,
  "drc": 0,
  "rsz0062_at_grt": "false",
  "report.final.slew_viol_count": 0,
  "critPathMaxStageDelay_ns": 0.80,
  "synth_seq_share": 0,
  "initCoreUtil": 0.185,
  "peakVddDrop_mv": 0.0221,
  "yosysMostFrequentCell": "nor2_1",
  "crit_path_frequent_cell": "clkdlybuf4s50_1",
  "sw_frac_of_total": 0.523,
  "vias": 1202,
  "netlist_instances": 156,
  "cp-start-kind": "primary input",
  "core-area_mm2": 0.00547,
  "finalSetupTns_ns": 0,
  "hp-start": "yLoc[8]",
  "nFillCells": 632,
  "tightestPinTransition_ns": 0.865,
  "holdWs_ns": 3.58,
  "grt_pass1_vias": 1067,
  "grt_max_degree": 18,
  "cts_hold_buf": 0,
  "clock_power_share": 0,
  "logic_area_um2": 903,
  "antenna_found_initial": 0,
  "num_antenna_cells": 0,
  "netlist_area_mm2": 0.00101,
  "crit_slowest_cell": "a2111oi_0",
  "layout-drive-gt1-share": 0.101,
  "arrival_ns": 4.13,
  "p_seq_frac": 0,
  "dieArea_mm2": 0.00903,
  "crit_chain": "clkdlybuf4s50_1 -> or3b_1 -> a2111oi_0 -> nand2_1 -> o221ai_1 -> a21oi_1 -> nand4_1 -> clkdlybuf4s50_1",
  "relSlewSlack": 0.408,
  "ys_cells": 156,
  "critPathCaptureType": "primary output",
  "cellPowerDensity_mw_per_mm2": 47.5,
  "ys.warnings.count": 1,
  "worstSetupStartpoint": "yLoc[2]",
  "fin_cells": 241,
  "top_area_cell": "nor2_1",
  "critPathKind": "primary input to primary output",
  "intPower_w": 0.0000290
}
-- power by group through the flow --
stage         combinational, W  sequential, W  clock, W
CTS                  0.0000603              0         0
global route         0.0000669              0         0
finish               0.0000607              0         0
-- cells in the final DEF (no fill, tap or decap), types with 2 or more instances in the layout --
| master | n |
|---|---|
| xnor2_1 | 2 |
| nand3b_1 | 6 |
| buf_4 | 5 |
| nor4_1 | 4 |
| nand2_1 | 9 |
| or2_2 | 2 |
| a21oi_1 | 8 |
| nand2b_1 | 4 |
| nand4_1 | 3 |
| o21a_1 | 2 |
| or3_2 | 2 |
| nand4bb_1 | 2 |
| inv_1 | 4 |
| a22oi_1 | 3 |
| o2111ai_1 | 2 |
| or3b_1 | 2 |
| nor2b_1 | 7 |
| a211oi_1 | 3 |
| o21ai_0 | 9 |
| nand4b_1 | 2 |
| nand3_1 | 4 |
| nor2_1 | 18 |
| clkdlybuf4s50_1 | 23 |
| nor3_1 | 8 |
| a32oi_1 | 3 |
-- cells by family after synthesis --
| family | after synthesis | share of synthesized area |
|---|---|---|
| xor gates and xnor gates | 3 | 0.0260 |
| buffers and inverters | 19 | 0.106 |
| and+or+nand+nor | 87 | 0.537 |
| muxes | 2 | 0.0210 |
| AOI/OAI and AO/OA | 45 | 0.309 |
-- metrics by stage --
step	cell area, µm²	setup WS, ns	power [W]	utilization
global placement	1280	0.623	0.0000601	0.233
finish	1280	0.591	0.0000607	0.233
global route	1280	0.260	0.0000669	0.233
detailed placement	1280	0.628	0.0000601	0.233
CTS	1280	0.609	0.0000603	0.233
floorplan	1010	1.89	0.0000391	-
-- layer usage --
layer,GRT usage,vias to the layer above,part of all wire
li1,-,631,-
met1,0.101,530,0.52
met2,0.104,41,0.43
met3,0.00401,0,0.046
met4,0,0,0
met5,0,-,0
-- area by class of cell --
type	count	area share
Timing Repair Buffer	28	0.210
Tap cell	72	0.0706
Inverter	4	0.0118
Multi-Input combinational cell	137	0.708
-- critical path: cells and delay by family --
family	cells	cell delay (ns)
compound gates	3	1.17
buf+inv	2	1.08
simple gates	3	0.69
-- final timing paths --
check                 endpoint
worst max-delay path        dE
worst min-delay path        uE
Power and IR drop assume default switching activity.
