==> design/flow/design.v <==
module food_4 (x, y, xPacLoc, yPacLoc, r, g, b, clk, gamewin, reset);
    input logic clk, reset;
	input logic [9:0] x, xPacLoc;
	input logic [8:0] y, yPacLoc;
	output logic [7:0] r, g, b;
	output logic gamewin;
	logic [7:0] food_count;
    logic food_state[96][72];  
    initial begin
        food_count = 0;
        for (int i = 0; i < 96; i++) begin
            for (int j = 0; j < 72; j++) begin
                food_state[i][j] = 0;
            end
        end
        for (int i = 7; i <= 89; i = i + 3) begin
            food_state[i][7] = 1;
            food_count = food_count + 1;
        end
        for (int i = 7; i <= 89; i = i + 3) begin
            food_state[i][64] = 1;
            food_count = food_count + 1;
        end
        for (int i = 7; i <= 40; i = i + 3) begin 
            food_state[i][13] = 1;
            food_count = food_count + 1;
        end
        for (int i = 52; i <= 88; i = i + 3) begin
            food_state[i][13] = 1;
            food_count = food_count + 1;
        end
        for (int i = 7; i <= 40; i = i + 3) begin
            food_state[i][58] = 1;
            food_count = food_count + 1;
        end
        for (int i = 52; i <= 88; i = i + 3) begin
            food_state[i][58] = 1;
            food_count = food_count + 1;
        end
        for (int i = 7; i <= 22; i = i + 3) begin
            food_state[i][19] = 1;
            food_count = food_count + 1;
        end
        for (int i = 73; i <= 88; i = i + 3) begin
            food_state[i][19] = 1;
            food_count = food_count + 1;
        end
        for (int i = 7; i <= 22; i = i + 3) begin
            food_state[i][52] = 1;
            food_count = food_count + 1;
        end
        for (int i = 73; i <= 88; i = i + 3) begin
            food_state[i][52] = 1;
            food_count = food_count + 1;
        end
        for (int i = 22; i <= 73; i = i + 3) begin
            food_state[i][28] = 1;
            food_count = food_count + 1;
        end
        for (int i = 22; i <= 73; i = i + 3) begin
            food_state[i][40] = 1;
            food_count = food_count + 1;
        end
        for (int j = 7; j <= 64; j = j + 3) begin
            food_state[7][j] = 1;
            food_count = food_count + 1;
        end
        for (int j = 7; j <= 64; j = j + 3) begin
            food_state[88][j] = 1;
            food_count = food_count + 1;
        end
        for (int j = 7; j <= 64; j = j + 3) begin
            food_state[22][j] = 1;
            food_count = food_count + 1;
        end
        for (int j = 7; j <= 64; j = j + 3) begin 
            food_state[73][j] = 1;
            food_count = food_count + 1;
        end
        for (int j = 13; j <= 28; j = j + 3) begin
            food_state[40][j] = 1;
            food_count = food_count + 1;
        end
        for (int j = 40; j <= 58; j = j + 3) begin
            food_state[40][j] = 1;
            food_count = food_count + 1;
        end
        for (int j = 13; j <= 28; j = j + 3) begin
            food_state[52][j] = 1;
            food_count = food_count + 1;
        end
        for (int j = 40; j <= 58; j = j + 3) begin
            food_state[52][j] = 1;
            food_count = food_count + 1;
        end
    end
    always_ff @(posedge clk) begin
        if (food_state[xPacLoc][yPacLoc]) begin
            food_state[xPacLoc][yPacLoc] <= 0;  
            food_count = food_count - 1;
        end
        if (food_count == 0) begin
            gamewin = 1;
        end else begin
            gamewin = 0;
        end
    end
    always_comb begin
        r = 0;
        g = 0;
        b = 0;
        if (food_state[x][y]) begin
            r = 255;
            g = 255;
            b = 0;
        end
    end
endmodule
==> design/flow/run.sh <==
#!/bin/bash
# OpenROAD 26Q1-2900-gdf79404cd8, Yosys 0.63+post, stock flow scripts
make -C /OpenROAD-flow-scripts/flow DESIGN_CONFIG=/design/flow/config.mk WORK_HOME=/design/flow/orfs finish
==> design/flow/config.mk <==
export PLATFORM = sky130hd
export DESIGN_NAME = food_4
export DESIGN_NICKNAME = food_4
export VERILOG_FILES = /design/flow/design.v
export SDC_FILE = /design/flow/constraint.sdc
export NUM_CORES = 4
export LEC_CHECK = 1
export CORE_UTILIZATION = 40
export SYNTH_HDL_FRONTEND = slang
export SYNTH_MEMORY_MAX_BITS = 65536
==> design/flow/constraint.sdc <==
current_design food_4

set clk_period 7.1
set clk_io_pct 0.2

create_clock -name clk0 -period $clk_period [get_ports {clk}]

set non_clock_inputs [all_inputs -no_clocks]
set_input_delay [expr $clk_period * $clk_io_pct] -clock clk0 $non_clock_inputs
set_output_delay [expr $clk_period * $clk_io_pct] -clock clk0 [all_outputs]
==> impl_metrics.py <==
# Synthesis and PnR figures
metrics = {
    "run_status": {
        "outcome": "finished clean",
    },
    "die": {
        "io_pins": 65,
        "fp.dieH_um": 189,
        "core_util_floorplan": 0.407,
        "dieArea_mm2": 0.0359,
        "die_x_um": 189,
        "rows": 68,
        "coreArea_mm2": 0.0345,
    },
    "finish": {
        "stdcell_count": 2146,
        "utilization": 0.491,
        "logic_area_mm2": 0.00681,
        "drive_above_1_share": 0.115,
        "num-fill-cells": 3215,
        "register_area_mm2": 0.00727,
        "syn_to_final_growth_pct": 20.7,
        "fin_area_mm2": 0.0169,
    },
    "hold_path": {
        "hold_depth": 2,
        "hold_path.class": "flop to flop",
        "min_to": "food_count[1]",
        "hold_start": "food_count[1]",
    },
    "logic_synthesis": {
        "synthDominantCellAreaShare": 0.505,
        "synth-edff-count": 236,
        "async_flop_share": 0,
        "ys_warn_count": 0,
        "ys_cells": 1402,
        "postSynthCellCount": 1402,
        "yosysMostFrequentCell": "nor2_1",
        "syn_avg_cell_area_um2": 10.0,
        "syn_area_mm2": 0.0140,
        "ys_seq_share": 0.517,
        "synth_flops": 245,
        "yosysUniqueCellTypes": 80,
        "ys_area_mm2": 0.0140,
        "yosysTopAreaCell": "edfxtp_1",
        "area_leaders": "edfxtp_1 (50%), nor2_1 (6.8%), a221oi_1 (4.2%)",
        "common_cells": "nor2_1 (256), edfxtp_1 (236), clkbuf_1 (85)",
        "yosys_most_used_dff": "edfxtp_1",
    },
    "setup_path": {
        "path_class": "primary input to primary output",
        "cpPeakStageDelay_ns": 0.71,
        "r2r_start": "food_state[16][4]",
        "critPathCaptureType": "primary output",
        "timing.rr.end": "food_state[16][15]",
        "crit_start": "x[1]",
        "cp_slowest_cell": "clkdlybuf4s50_1",
        "rrSetupSlack_ns": 3.19,
        "cpLargestDelayFamily": "AND-OR/OR-AND gates",
        "start_kind": "primary input",
        "r2r_cells": 9,
        "crit_path_max_fanout": 16,
        "required_ns": 5.68,
        "arrival_ns": 5.42,
        "crit_chain": "clkdlybuf4s50_1 -> and2_1 -> buf_4 -> a22oi_1 -> o21ai_0 -> a21boi_0 -> o41ai_1 -> a21oi_1 -> o21ai_0 -> a32oi_1 -> o31ai_2 -> buf_12 -> clkdlybuf4s50_1",
        "crit_buf_inv": 4,
    },
    "timing": {
        "hold_violations": 0,
        "worstMarginPinSlew_ns": 1.09,
        "fmax_mhz": 146,
        "drv_slew": 0,
        "fin_crit_sh": 0.963,
        "relSlewSlack": 0.261,
        "rsz0062_at_grt": "no",
        "period_minus_slack_ns": 6.84,
        "setup-tns-final_ns": 0,
        "setup_violations": 0,
        "skew_ns": 0.0224,
    },
    "global_routing": {
        "grt_max_degree": 35,
        "grt_pass1_vias": 12100,
        "overflow": 0,
        "antenna_found_initial": 2,
        "grt_pass1_wl_mm": 79.8,
        "grt.total_usage": 0.330,
    },
    "clocking": {
        "clockBufferDepth": 3,
        "cts_root_buf": "clkbuf_16",
        "numCtsBuffers": 29,
        "htree_levels": 1,
        "hold_buffers": 0,
        "clk_pin_slew_ns": 0.06,
        "cts_resized": 0,
        "clock-sinks": 245,
        "worstSkewPairLatency_ns": 0.58,
        "cts_setup_buffers": 0,
        "cts_tree": "built",
    },
    "route": {
        "drcViolationCount": 0,
        "wl_mm": 54.7,
        "final_antenna_net_count": 0,
        "drt_first_pass_iters": 9,
        "highest_layer": "met5",
        "avgRoutedWirePerCell_um": 25.5,
        "wl_met3_mm": 7.28,
        "met1Wirelength_mm": 21.7,
        "drtIter0Drc": 1291,
        "avgViaCountPerCell": 5.87,
        "num_vias": 12600,
        "dr_wl_met2_mm": 23.0,
    },
    "placed_design": {
        "gp_congestion": 1.04,
        "portBuffers": 47,
        "dpl.hpwl_mm": 40.7,
        "placed_cell_area_mm2": 0.0160,
        "dp_cells": 2091,
    },
    "power": {
        "leakagePower_nw": 5.70,
        "p_per_area_mw_per_mm2": 213,
        "finalPower_mw": 3.60,
        "irDropWorstVdd_mv": 0.195,
    },
    "flow_run": {
        "tool_warnings": 34,
        "max_cap_violations": 0,
    },
}
-- registers in the layout, indices dropped and copies added (netlist names) --
name	count
food_count	8
food_state	236
gamewin	1
-- worst max-delay path by stage --
| stage | slack (ns) | cells after the start | endpoint |
|---|---|---|---|
| global route | 0.11 | 14 | g[4] |
| finish | 0.26 | 13 | r[2] |
| CTS | 0.35 | 13 | g[7] |
-- final cells by class --
type,instances,share of cell area
antenna,2,0.000295
clock buffer,33,0.0437
tap,455,0.0336
sequential,245,0.429
inverter,25,0.00554
clock inverter,20,0.0128
timing repair buffer,147,0.0733
multi-input combinational,1219,0.402
-- power by group --
part	switching (mW)	internal [mW]
combinational	0.298	0.169
sequential	0.0278	1.61
clock	0.606	0.895
-- worst register-to-register path: cells and delay by family, from the launching register on --
family	cells	cell delay (ns)
DFF	1	0.39
AOI/OAI and AO/OA	5	1.72
buffers and inverters	1	0.21
and+or+nand+nor	3	1.28
-- metrics by stage --
stage          hold slack [ns]  setup slack, ns
2_1_floorplan            0.425             1.28
3_3_place_gp             0.452            0.355
3_5_place_dp             0.464            0.359
4_1_cts                  0.479            0.354
5_1_grt                  0.510            0.105
6_report                 0.468            0.265
-- kinds of logic after synthesis --
| kind of cell | count (synthesis) | synth area share |
|---|---|---|
| xor+xnor | 7 | 0.00437 |
| simple gates | 542 | 0.189 |
| flops | 245 | 0.517 |
| compound gates | 409 | 0.211 |
| mux | 16 | 0.0135 |
| fa+ha+maj | 1 | 0.000891 |
| other cells | 1 | 0.000267 |
| buf+inv | 181 | 0.0639 |
-- per-layer routing --
| metal | global-route usage | vias up |
|---|---|---|
| met3 | 0.142 | 166 |
| met5 | 0 | - |
| met1 | 0.487 | 5994 |
| met4 | 0.130 | 2 |
| met2 | 0.449 | 808 |
| li1 | - | 5627 |
-- cell usage in the layout, fill, tap and decap left out, drive strengths merged, types with 16 or more instances in the layout --
master,synthesis,layout
nor2,276,276
buf,71,101
clkbuf,85,33
or3,23,23
a21oi,74,74
conb,1,244
clkdlybuf4s50,0,46
a221oi,68,68
edfxtp,236,236
a211oi,17,17
nand2,65,65
a31oi,21,21
nand3,47,47
inv,23,24
o21ai,54,54
a22o,30,30
a22oi,62,62
clkinv,2,16
Power figures rest on the tool's default switching activity, not on a simulated workload.
