### flow/run.sh
#!/bin/bash
# OpenROAD 26Q1-2900-gdf79404cd8, Yosys 0.63+post, stock flow scripts
make -C /OpenROAD-flow-scripts/flow DESIGN_CONFIG=/design/flow/config.mk WORK_HOME=/design/flow/orfs finish
### flow/config.mk
export PLATFORM = sky130hd
export DESIGN_NAME = maze
export DESIGN_NICKNAME = maze
export VERILOG_FILES = /design/flow/design.v
export SDC_FILE = /design/flow/constraint.sdc
export NUM_CORES = 4
export LEC_CHECK = 1
export CORE_AREA = 10 10 92 92
export DIE_AREA = 0 0 102 102
### flow/constraint.sdc
current_design maze

set clk_period 4.8
set clk_io_pct 0.2

create_clock -name clk0 -period $clk_period

set non_clock_inputs [all_inputs -no_clocks]
set_input_delay [expr $clk_period * $clk_io_pct] -clock clk0 $non_clock_inputs
set_output_delay [expr $clk_period * $clk_io_pct] -clock clk0 [all_outputs]
### flow/design.v
module maze (x, y, r, g, b);
	input logic [9:0] x;
	input logic [8:0] y;
	output logic [7:0] r, g, b;
	always_comb begin
        r = 0;
        g = 0;
        b = 0;
		if(y == 0 || y == 1 || y == 2 || y == 3 || y == 4 || y == 5 ||
		y == 66 || y == 67 || y == 68 || y == 69 || y == 70 || y == 71) begin
		    r <= 0;
		    g <= 0;
		    b <= 255;
		end
		else if(x == 0 || x == 1 || x == 2 || x == 3 || x == 4 || x == 5 ||
		x == 90 || x == 91 || x == 92 || x == 93 || x == 94 || x == 95) begin
		    r <= 0;
		    g <= 0;
		    b <= 255;
		end
		else if (y >= 9 && y <= 11 && x >= 9 && x <= 20 || y >= 9 && y <= 11 && x >= 24 && x <= 71 ||
		y >= 9 && y <= 11 && x >= 75 && x <= 86) begin
		    r <= 0;
		    g <= 0;
		    b <= 255;
		end
        else if (y >= 60 && y <= 62 && x >= 9 && x <= 20 || y >= 60 && y <= 62 && x >= 24 && x <= 71 ||
		y >= 60 && y <= 62 && x >= 75 && x <= 86) begin
		    r <= 0;
		    g <= 0;
		    b <= 255;
		end
		else if (y >= 12 && y <= 14 && x >= 42 && x <= 50) begin
		    r <= 0;
		    g <= 0;
		    b <= 255;
		end
		else if (y >= 57 && y <= 59 && x >= 42 && x <= 50) begin
		    r <= 0;
		    g <= 0;
		    b <= 255;
		end
		else if (y >= 15 && y <= 17 && x >= 9 && x <= 20 || y >= 15 && y <= 17 && x >= 24 && x <= 38 ||
		y >= 15 && y <= 17 && x >= 42 && x <= 50 || y >= 15 && y <= 17 && x >= 54 && x <= 71 ||
		y >= 15 && y <= 17 && x >= 75 && x <= 86) begin
		    r <= 0;
		    g <= 0;
		    b <= 255;
		end
		else if (y >= 54 && y <= 56 && x >= 9 && x <= 20 || y >= 54 && y <= 56 && x >= 24 && x <= 38 ||
		y >= 54 && y <= 56 && x >= 42 && x <= 50 || y >= 54 && y <= 56 && x >= 54 && x <= 71 ||
		y >= 54 && y <= 56 && x >= 75 && x <= 86) begin
		    r <= 0;
		    g <= 0;
		    b <= 255;
		end
		else if (y >= 18 && y <= 20 && x >= 24 && x <= 38 || y >= 18 && y <= 20 && x >= 42 && x <= 50 ||
		y >= 18 && y <= 20 && x >= 54 && x <= 71) begin
		    r <= 0;
		    g <= 0;
		    b <= 255;
		end
		else if (y >= 51 && y <= 53 && x >= 24 && x <= 38 || y >= 51 && y <= 53 && x >= 42 && x <= 50 ||
		y >= 51 && y <= 53 && x >= 54 && x <= 71) begin
		    r <= 0;
		    g <= 0;
		    b <= 255;
		end
		else if (y >= 21 && y <= 26 && x >= 9 && x <= 20 || y >= 21 && y <= 26 && x >= 24 && x <= 38 ||
	    y >= 21 && y <= 26 && x >= 42 && x <= 50 || y >= 21 && y <= 26 && x >= 54 && x <= 71 ||
		y >= 21 && y <= 26 && x >= 75 && x <= 86) begin
		    r <= 0;
		    g <= 0;
		    b <= 255;
		end
		else if (y >= 42 && y <= 50 && x >= 9 && x <= 20 || y >= 42 && y <= 50 && x >= 24 && x <= 38 ||
	    y >= 42 && y <= 50 && x >= 42 && x <= 50 || y >= 42 && y <= 50 && x >= 54 && x <= 71 ||
		y >= 42 && y <= 50 && x >= 75 && x <= 86) begin
		    r <= 0;
		    g <= 0;
		    b <= 255;
		end
		else if (y >= 27 && y <= 29 && x >= 9 && x <= 20 || y >= 27 && y <= 29 && x >= 75 && x <= 86) begin
		    r <= 0;
		    g <= 0;
		    b <= 255;
		end
		else if (y >= 39 && y <= 41 && x >= 9 && x <= 20 || y >= 39 && y <= 41 && x >= 75 && x <= 86) begin
		    r <= 0;
		    g <= 0;
		    b <= 255;
		end
		else if (y >= 30 && y <= 38 && x >= 9 && x <= 20 || y >= 30 && y <= 38 && x >= 24 && x <= 71 ||
		y >= 30 && y <= 38 && x >= 75 && x <= 86) begin
		    r <= 0;
		    g <= 0;
		    b <= 255;
		end
	end
endmodule
==> out/results.env <==
DETAIL_ROUTE.FIRST_PASS.ITERATIONS=4
POWER.DENSITY_CELL_AREA_nW_PER_UM2=60.9
DRIVE_GT1_SHARE_PCT=3.03
RSZ0062_AT_GRT='no'
SYNTH.YOSYS.SEQ_AREA_SHARE_PCT=0
FINAL-SETUP-VIOL-COUNT=0
CHIP_AREA_UM2=10400
DIE_W_UM=102
NUMBER_OF_ANTENNA_VIOLATIONS_AT_THE_FIRST_CHECK_IN_GLOBAL_ROUTING=0
FP-UTILIZATION_PCT=11.6
SW_FRAC_OF_TOTAL_PCT=49.1
DP.CELLS=209
SETUP_TOTAL_NEGATIVE_SLACK_NS=0
POSTCTSSETUPBUFFERS=0
FINALWEIGHTEDCONGESTION=0.860
DP_HPWL_UM=1940
WORST_EP_ARRIVAL_TIME_NS=3.53
DIE_H_UM=102
CRITICAL_PATH.ENDPOINT_TYPE='output pin'
CLKBUF_COUNT=0
FILL_CELLS=743
MAXCAPVIOLCOUNT=0
CTS_HOLD_BUFFERS=0
IO-PIN-COUNT=43
FLOW.AREA_GROWTH_FROM_SYNTHESIS_PCT=28.5
CLOCK_POWER_SHARE_PCT=0
CORE_UM2=6460
YS_SH_AOI_PCT=35.0
GRT_PASS1_VIAS=813
YOSYSCELLCOUNT=119
GRT_OVERFLOW=0
PERIOD_NEEDED_NS=4.49
CRITPATHMAXFANOUT=15
SEQ_CELLS=0
YOSYS.AREA_SHARE.SIMPLE_PCT=33.8
TRACK_USAGE_PCT=4.29
SYN-INSTANCE-COUNT=119
DRT.ANTENNA.VIOLATING_NETS=0
POWER_REPORT.INTERNAL_TOTAL_W=0.0000300
POWER_FRAC_SEQ_PCT=0
MIN_DELAY_SRC='y[6]'
OPENROAD.WARNINGS=32
STATUS='finished, final reports clean'
SYN-CELL-AREA_UM2=751
MUXSHAREOFSYNTHAREA_PCT=0
SYNTH_TOP_AREA_SHARE_PCT=25.0
SETUP.WORST_PATH.CLASS='in -> out'
OVERALL_POWER_OF_THE_COMPLETED_LAYOUT_W=0.0000588
PIN_COUNT_OF_THE_BIGGEST_NET_ENTERING_GLOBAL_ROUTING=16
DETAIL_ROUTE.ANTENNA_DIODES=0
IO_BUFFERS=27
HOLD_WS_NS=3.47
AREA.SEQUENTIAL_UM2=0
DRT_WL_TOTAL_UM=2330
FMAX_GHz=0.223
POSTCTSRESIZEDCELLS=0
AVGROUTEDWIREPERCELL_UM=11.1
WIRE_LENGTH_OF_THE_FIRST_GLOBAL_ROUTING_PASS_UM=3880
SYNTHXORXNORAREAFRAC_PCT=0
LOGIC_AREA_UM2=587
WORST_HOLD_PATH_TYPE='in -> out'
SYNTH.YOSYS.CHIP_AREA_UM2=751
ROUTED_VIA_DENSITY=3.83
FINALCRITPERIODSHARE_PCT=93.5
SYNTHDOMINANTAREACELLTYPE='sky130_fd_sc_hd__buf_4'
SYNTHTOPLOGICFAMILY='AND-OR/OR-AND gates'
POWER.SWITCHING_W=0.0000288
HOLD_VIOLATIONS=0
POST_LAYOUT_NONFILLER_INSTANCES=209
YOSYSWARNINGS=1
INITIALDRTVIOLATIONCOUNT=29
SYNTH_CELL_TYPE_COUNT=40
YS_TOP_CELLS_BY_AREA='sky130_fd_sc_hd__buf_4 (25%), sky130_fd_sc_hd__o21ai_0 (6.7%), sky130_fd_sc_hd__nand2_1 (6.0%), sky130_fd_sc_hd__a21oi_1 (4.7%), sky130_fd_sc_hd__nor3_1 (4.7%)'
SYNTH_AREA_PER_CELL_UM2=6.31
POWER.SHARE.COMBINATIONAL_PCT=100.0
NUMBER_OF_ROWS_IN_THE_CORE_AREA=29
VIA_COUNT=801
POWER.STATIC_LEAKAGE_nW=0.333
STARTPOINT_TYPE='primary input'
STARTPOINT='y[5]'
SLEW_VIOL_FINAL=0
SYNTH_ADDER_AREA_SHARE_PCT=1.33
REMAINING_ROUTING_DRC_VIOLATIONS=0
WORST-ENDPOINT-REQUIRED_NS=3.84
MAX-VDD-IR-DROP_uV=20.9
-- stage by stage --
| step | setup WS (ns) | area, um2 | util, % |
|---|---|---|---|
| 2_1_floorplan | 1.47 | 807 | - |
| 3_3_place_gp | 0.348 | 965 | 14.9 |
| 3_5_place_dp | 0.291 | 965 | 14.9 |
| 4_1_cts | 0.297 | 965 | 14.9 |
| 5_1_grt | 0.00274 | 965 | 14.9 |
| 6_report | 0.313 | 965 | 14.9 |
-- path summary, 6_finish.rpt --
| check | to | slack [ns] | depth (start not counted) |
|---|---|---|---|
| worst max-delay path | b[3] | 0.31 | 8 |
| worst min-delay path | b[1] | 3.47 | 5 |
-- kinds of logic after synthesis --
family / after synthesis
other cells: 1
buf+inv: 31
simple gates: 48
compound gates: 38
fa+ha+maj: 1
-- cell usage after synthesis, types with 2 or more instances --
cell	count
sky130_fd_sc_hd__nor2_1	8
sky130_fd_sc_hd__clkbuf_1	2
sky130_fd_sc_hd__nor2b_1	3
sky130_fd_sc_hd__nand2b_1	4
sky130_fd_sc_hd__a221oi_1	2
sky130_fd_sc_hd__or3_1	5
sky130_fd_sc_hd__nor3_1	7
sky130_fd_sc_hd__buf_4	25
sky130_fd_sc_hd__o22ai_1	2
sky130_fd_sc_hd__buf_2	2
sky130_fd_sc_hd__nand2_1	12
sky130_fd_sc_hd__o311ai_0	2
sky130_fd_sc_hd__o21bai_1	2
sky130_fd_sc_hd__o21ai_0	10
sky130_fd_sc_hd__nor3b_1	2
sky130_fd_sc_hd__a21oi_1	7
-- power by group through the flow --
| stage | clock, W | sequential (W) | combinational (W) |
|---|---|---|---|
| after CTS | 0 | 0 | 0.0000590 |
| after global routing | 0 | 0 | 0.0000667 |
| final | 0 | 0 | 0.0000588 |
-- layout by cell type, fill, tap and decap left out, types with 2 or more instances in the layout --
master                             n
sky130_fd_sc_hd__o21bai_1          2
sky130_fd_sc_hd__o22ai_1           2
sky130_fd_sc_hd__nor3b_1           2
sky130_fd_sc_hd__nor2_1            8
sky130_fd_sc_hd__nor3_1            7
sky130_fd_sc_hd__nand2_1          12
sky130_fd_sc_hd__o311ai_0          2
sky130_fd_sc_hd__nand2b_1          4
sky130_fd_sc_hd__a221oi_1          2
sky130_fd_sc_hd__a21oi_1           7
sky130_fd_sc_hd__o21ai_0          10
sky130_fd_sc_hd__clkdlybuf4s50_1  27
sky130_fd_sc_hd__or3_1             5
sky130_fd_sc_hd__nor2b_1           3
sky130_fd_sc_hd__conb_1           16
-- worst max-delay path: stages --
cell,delay (ns)
sky130_fd_sc_hd__clkdlybuf4s50_1,0.74
sky130_fd_sc_hd__nand2b_1,0.12
sky130_fd_sc_hd__or3_1,0.31
sky130_fd_sc_hd__a221oi_1,0.29
sky130_fd_sc_hd__a31oi_1,0.10
sky130_fd_sc_hd__a211oi_2,0.22
sky130_fd_sc_hd__a2111o_1,0.26
sky130_fd_sc_hd__clkdlybuf4s50_1,0.52
-- area by class of cell --
| class | count | share of cell area, % |
|---|---|---|
| multi-input cells | 103 | 60.8 |
| well taps | 77 | 9.99 |
| inverters | 1 | 0.389 |
| repair buffers | 28 | 28.8 |
-- routing by layer --
| metal | global-route usage [%] | part of all wire, % | vias to the layer above |
|---|---|---|---|
| li1 | - | - | 432 |
| met1 | 6.45 | 49 | 338 |
| met2 | 6.37 | 43 | 31 |
| met3 | 0.954 | 7.7 | 0 |
| met4 | 0.217 | 0 | 0 |
| met5 | 0 | 0 | - |
No activity file was given, so power comes from the tool's default toggle rates.
